==> flow/design.v <==
module PWM_gen # (
	parameter endcount = 0
) (
	input 			clockdiv,										 
	input [7:0] 	duty,												 
	input 			latch,											 
	output reg 		PWMOut											 
);
	reg [7:0] Setduty = 0;											 
	always @(posedge latch) begin									 
			Setduty <= duty;											 
	end
	reg [11:0]counter = 0;											 
	always @(posedge clockdiv)										 
	begin
		if(counter == endcount) begin								 
			counter <= 0;
		end
		else begin
			counter <= counter + 1;									 
		end
	end
	always@(posedge clockdiv) begin								 
		if(counter < (64+Setduty)) begin
			PWMOut <= 1;
		end else begin
			PWMOut <= 0;
		end
	end
endmodule
module ServoController # (
	parameter channels = 4,												 
	parameter channelselectbits = $clog2(channels)					 
) (
	input 		 		   					clock,					 
	input	[channelselectbits-1:0]			channelselect,			 
	input [7:0]  								duty,						 
	input 										latchbtn,				 
	output[channels-1:0]						PWMOut					 
);
	wire clockdiv;
	localparam baseclock = 50000000; 								 
	localparam clockspeed = 128000; 									 
	localparam integer counterspeed = baseclock/clockspeed; 	 
	localparam integer endcount = clockspeed * 0.02; 			 
	reg [channels-1:0] latch;	 
	always @(posedge clock) begin										 
		 latch[channelselect] = ~latchbtn;							 
	end
	clockDivider # (
		.counterspeed(counterspeed) 									 
	) clockdivider(
		.clock				(clock),  									 
		.clockdivided		(clockdiv)									 
	);
	genvar i;																 
	generate
		for(i = 0; i < channels; i = i + 1) begin : PWMGen_Loops
			PWM_gen # (
				.endcount	      (endcount)
			) pwmgen(
				.clockdiv 			(clockdiv),							 
				.latch	 			(latch[i]),							 
				.duty		 			(duty),								 
				.PWMOut	 			(PWMOut[i]) 						 
			);
		end
	endgenerate
endmodule
module clockDivider # (
	parameter counterspeed = 390 											 
) (
input 			clock,														 
output reg  	clockdivided												 
);
	reg [9:0]counter = 0;													 
	localparam integer halfcounterspeed = counterspeed / 2;		 
	always @(posedge clock)													 
	begin
		if(counter == counterspeed) begin								 
		counter <= 0;
		end
		else begin
		counter <= counter + 1;												 
		end
	end
	always @(posedge clock) begin											 
		if(counter < halfcounterspeed) begin
			clockdivided <= 1;
		end else begin
			clockdivided <= 0;
		end
	end
endmodule
==> flow/run.sh <==
#!/bin/bash
# OpenROAD 26Q1-2900-gdf79404cd8, Yosys 0.63+post, stock flow scripts
make -C /OpenROAD-flow-scripts/flow DESIGN_CONFIG=/design/flow/config.mk WORK_HOME=/design/flow/orfs finish
==> flow/config.mk <==
export PLATFORM = sky130hd
export DESIGN_NAME = ServoController
export DESIGN_NICKNAME = ServoController
export VERILOG_FILES = /design/flow/design.v
export SDC_FILE = /design/flow/constraint.sdc
export NUM_CORES = 4
export LEC_CHECK = 1
export CORE_UTILIZATION = 50
==> flow/constraint.sdc <==
current_design ServoController

set clk_period 2.6
set clk_io_pct 0.2

create_clock -name clk0 -period $clk_period [get_ports {clock}]

set non_clock_inputs [all_inputs -no_clocks]
set_input_delay [expr $clk_period * $clk_io_pct] -clock clk0 $non_clock_inputs
set_output_delay [expr $clk_period * $clk_io_pct] -clock clk0 [all_outputs]
==> run_results.csv <==
group,metric,value,unit
finish,fin_cells,543,
sta,slew_headroom,69.44,%
global_routing,grt_pass1_wl,11.27,mm
detailed_routing,drt-initial-drc-count,66,
logic_synthesis,yosys-stat-cells,426,
run_status,outcome,"completed",
sta,finClkSkew,0.003188,ns
global_routing,groute.usage.overall,16.09,%
floorplan,dieWidth,94.02,um
power_and_ir_drop,powerDensity,137.3,mW/mm2
sta,worst_pin_slew,0.4584,ns
logic_synthesis,syn-instance-count,426,
floorplan,initCoreUtil,51.53,%
critical_path,cp_max_fo,5,
global_routing,overflow,0,
place,dp_hpwl,5.057,mm
power_and_ir_drop,power_leakage,1.933,nW
cts,cts-root-buf,"clkbuf_8",
cts,worstSkewPairLatency,0.24,ns
cts,clkTransAtPathRegs,0.06,ns
finish,area_growth,6.767,%
finish,utilization,55.02,%
cts,postCtsResizedCells,0,
logic_synthesis,async_reset_ff_share,0,%
critical_path,crit_arrival,1.84,ns
global_routing,grt_antenna_before_repair,0,
detailed_routing,first_pass_iters,4,
logic_synthesis,synth_chip_area,0.004234,mm2
cts,cts_max_level,1,
critical_path,worstPathRequired,2.73,ns
global_routing,grt_pass1_vias,2496,
detailed_routing,drc,0,
finish,lay_top_count,"dfxtp_1",
floorplan,core,0.008217,mm2
cts,cts_setup_buffers,0,
power_and_ir_drop,p_switching,142.1,uW
sta,fin_tns_setup,0,ns
detailed_routing,drt-vias-per-instance,5.052,
sta,finalMaxSlewViolations,0,
critical_path,criticalPathCategory,"in -> reg",
sta,fin_crit_sh,65.80,%
worst_hold_path,worstHoldPathType,"reg -> reg",
sta,layout_min_cycle_time,1.711,ns
floorplan,die_h,94.02,um
power_and_ir_drop,combPwrFrac,13.9,%
logic_synthesis,avgSynthCellArea,9.939,um2
run,drv_cap,0,
cts,clk_path_buf_depth,2,
logic_synthesis,synth_flops,99,
sta,hold_viol,0,
detailed_routing,vias,2743,
logic_synthesis,seq_area_frac_synth,46.81,%
logic_synthesis,edf_count,0,
critical_path,crit_path_start_kind,"primary input",
finish,drive_gt1_share,1.142,%
sta,unclocked_pins,84,
logic_synthesis,ys.flop_type,"dfxtp_1",
cts,hold_buffers,0,
place,io_buffers,15,
place,gp_congestion,0.7924,
critical_path,endpoint_kind,"flop",
power_and_ir_drop,internal_power,478.8,uW
detailed_routing,wl_per_cell,11.83,um
detailed_routing,wirelength,6.422,mm
detailed_routing,diodes,0,
detailed_routing,ant_nets,0,
global_routing,grt_max_degree,53,
power_and_ir_drop,p_sw_share,22.88,%
finish,fin_area,0.004521,mm2
sta,grt_setup_unrepaired,"false",
logic_synthesis,synthDistinctLibCells,33,
floorplan,die-area,0.008840,mm2
floorplan,num_rows,33,
power_and_ir_drop,power_frac_clock,29.2,%
sta,max_freq,584.6,MHz
sta,untimed_endpoints,88,
place,dpl_cell_area,0.004476,mm2
power_and_ir_drop,vdd_drop_max,0.2860,mV
place,placed_cells,539,
floorplan,ioPinCount,16,
sta,setup_violations,0,
finish,layout_top_cells,"dfxtp_1, ha_1, inv_1, nand3_1, xnor2_1",
logic_synthesis,netlist_area,0.004234,mm2
logic_synthesis,yosysWarnings,4,
run,warning_count,34,
cts,cts_buffers,3,
power_and_ir_drop,p_seq_share,57.0,%
cts,tritoncts,"yes",
==> cell usage after synthesis, drive strengths merged, types with 2 or more instances <==
cell	count	area share [%]
clkbuf	2	0.18
a21o	3	0.53
nor3	9	1.1
dfxtp	99	47
buf	6	0.95
inv	44	3.9
nor4b	5	1.0
mux2i	3	0.71
xor2	8	1.7
a21oi	11	1.3
or4	3	0.53
and4	11	2.3
o21ai	15	1.8
nor2	24	2.1
and2	5	0.74
o22ai	4	0.59
ha	51	15
nand4	9	1.3
and3	14	2.1
nor3b	4	0.71
nor4bb	4	0.95
xnor2	32	6.6
nand2	20	1.8
nand3	33	3.9
==> state kept, by name (all words and copies together) (netlist names) <==
| name | count |
|---|---|
| PWMGen_Loops.pwmgen.PWMOut | 4 |
| PWMGen_Loops.pwmgen.Setduty | 32 |
| PWMGen_Loops.pwmgen.counter | 48 |
| clockdivider.clockdivided | 1 |
| clockdivider.counter | 10 |
| latch | 4 |
==> kinds of logic after synthesis <==
group / count (synthesis) / synth area share (%)
compound gates: 38 / 5.260
mux: 3 / 0.7092
buf+inv: 52 / 5.024
flops: 99 / 46.81
fa+ha+maj: 51 / 15.07
simple gates: 143 / 18.85
xor+xnor: 40 / 8.274
==> routing by layer <==
| metal | GRT usage, % | up-vias | share of wire (%) |
|---|---|---|---|
| li1 | - | 1485 | - |
| met2 | 24.70 | 30 | 42 |
| met3 | 0.6584 | 5 | 1.7 |
| met1 | 27.39 | 1223 | 56 |
| met5 | 0 | - | 0 |
| met4 | 0.7692 | 0 | 0.58 |
==> critical path, cell delays in order <==
cell,delay [ns]
clkdlybuf4s50_1,0.55
inv_1,0.13
ha_1,0.34
nor2_1,0.06
a32o_1,0.24
==> final cells by class <==
type / count / area [um2]
sequential: 99 / 1982
inverter: 44 / 165.2
fill: 749 / 3696
timing repair buffer: 16 / 157.7
multi-input combinational: 275 / 2039
clock buffer: 4 / 45.04
tap: 105 / 131.4
==> final timing paths <==
| check | from | endpoint | slack (ns) | depth (start not counted) |
|---|---|---|---|---|
| min reg2reg | clockdivider.counter[9]$_SDFF_PN0_ | clockdivider.clockdivided$_DFF_P_ | 0.48 | 1 |
| max reg2reg | clockdivider.counter[2]$_SDFF_PN0_ | clockdivider.counter[2]$_SDFF_PN0_ | 1.31 | 3 |
| min | clockdivider.counter[9]$_SDFF_PN0_ | clockdivider.clockdivided$_DFF_P_ | 0.48 | 1 |
| max | channelselect[0] | latch[0]$_DFF_P_ | 0.89 | 5 |
==> power groups by stage <==
| stage | Sequential [mW] | Clock (mW) | Combinational (mW) |
|---|---|---|---|
| after CTS | 0.354 | 0.188 | 0.0880 |
| after global routing | 0.360 | 0.195 | 0.102 |
| final | 0.354 | 0.181 | 0.0860 |
==> metrics by stage <==
| step | hold WS, ns | setup WS (ns) | power, mW |
|---|---|---|---|
| global placement | 0.4650 | 0.6883 | 0.4442 |
| floorplan | 0.4408 | 1.318 | 0.4009 |
| detailed placement | 0.4710 | 0.6380 | 0.4469 |
| global route | 0.5134 | 0.8146 | 0.6574 |
| finish | 0.4845 | 0.8893 | 0.6209 |
| CTS | 0.4892 | 0.8893 | 0.6301 |
Power figures rest on the tool's default switching activity, not on a simulated workload.
